<file path="design.v">
// synopsys translate_off
`timescale 1ns/1ps
// synopsys translate_on
// synopsys translate_off
`timescale 1ns/1ps
// synopsys translate_on
module ps2_host_clk_ctrl(
  input  wire sys_clk,
  input  wire sys_rst,
  input  wire send_req,
  inout  wire ps2_clk,
  output wire ps2_clk_posedge,
  output wire ps2_clk_negedge
);
reg [1:0] ps2_clk_samples;
always @(posedge sys_clk)
begin
  ps2_clk_samples <= (sys_rst) ? 2'b11 : {ps2_clk_samples[0], ps2_clk};
end
assign ps2_clk_posedge = (~ps2_clk_samples[1] &  ps2_clk_samples[0]);
assign ps2_clk_negedge = ( ps2_clk_samples[1] & ~ps2_clk_samples[0]);
reg [14 - 1:0] inhibit_timer;
wire timer_is_zero = ~|inhibit_timer;
always @(posedge sys_clk)
begin
  if (sys_rst | (~send_req & timer_is_zero)) begin
    inhibit_timer <= 0;
  end
  else begin
    inhibit_timer <= (timer_is_zero) ? (100_000_000 / 10_000) : inhibit_timer - 1;
  end
end
assign ps2_clk = (timer_is_zero) ? 1'bz : 1'b0;
endmodule
// synopsys translate_off
`timescale 1ns/1ps
// synopsys translate_on
module ps2_host_watchdog(
  input  wire sys_clk,
  input  wire sys_rst,
  input  wire ps2_clk_posedge,
  input  wire ps2_clk_negedge,
  output wire watchdog_rst
);
wire ps2_clk_edge = ps2_clk_posedge | ps2_clk_negedge;
reg watchdog_active;
always @(posedge sys_clk)
begin
  if (sys_rst | watchdog_rst | ~(watchdog_active | ps2_clk_edge)) begin
    watchdog_active = 0;
  end
  else begin
    watchdog_active = 1;
  end
end
reg [15 - 1:0] watchdog_timer;
always @(posedge sys_clk)
begin
  if (sys_rst | watchdog_rst | ~watchdog_active | ps2_clk_edge) begin
    watchdog_timer <= (100_000_000 /  5_000);
  end
  else begin
    watchdog_timer <= watchdog_timer - 1;
  end
end
assign watchdog_rst = (|watchdog_timer) ? 1'b0 : 1'b1;
endmodule
// synopsys translate_off
`timescale 1ns/1ps
// synopsys translate_on
module ps2_host_rx(
  input  wire sys_clk,
  input  wire sys_rst,
  input  wire ps2_clk_negedge,
  input  wire ps2_data,
  output reg [7:0] rx_data,
  output reg ready,
  output reg error
);
reg [11:0] frame;
always @(posedge sys_clk)
begin
  if (sys_rst | ready) begin
    frame <= 1;
  end
  else begin
    frame <= (ps2_clk_negedge) ? {frame[10:0], ps2_data} : frame;
  end
end
always @(posedge sys_clk)
begin
  ready <= (sys_rst) ? 0 : frame[11];
end
always @(posedge sys_clk)
begin
  if (sys_rst) begin
    rx_data <= 0;
  end
  else begin
    rx_data <= (frame[11]) ? {frame[2], frame[3], frame[4], frame[5],
                              frame[6], frame[7], frame[8], frame[9]} : rx_data;
  end
end
always @(posedge sys_clk)
begin
  if (sys_rst) begin
    error <= 0;
  end
  else begin
    error <= (frame[11]) ? ~(~frame[10] & (~frame[1] == ^frame[9:2]) & frame[0]) : error;
  end
end
endmodule
// synopsys translate_off
`timescale 1ns/1ps
// synopsys translate_on
module ps2_host_tx(
  input  wire sys_clk,
  input  wire sys_rst,
  input  wire ps2_clk_posedge,
  inout  wire ps2_data,
  input  wire [7:0] tx_data,
  input  wire send_req,
  output wire busy
);
reg [11:0] frame;
wire frame_is_zero = ~|frame;
always @(posedge sys_clk)
begin
  if (sys_rst | (~send_req & frame_is_zero)) begin
    frame <= 0;
  end
  else if (frame_is_zero) begin
    frame <= {2'b00, tx_data[0], tx_data[1], tx_data[2], tx_data[3],
                     tx_data[4], tx_data[5], tx_data[6], tx_data[7], ~^tx_data, 1'b1};
  end
  else begin
    frame <= (ps2_clk_posedge) ? {frame[10:0], 1'b0} : frame;
  end
end
assign ps2_data = ((~|frame[10:0]) | frame[0]) ? 1'bz : frame[11];
assign busy = ~frame_is_zero;
endmodule
module ps2_host(
  input wire sys_clk,
  input wire sys_rst,
  inout wire ps2_clk,
  inout wire ps2_data,
  input  wire [7:0] tx_data,
  input  wire send_req,
  output wire busy,
  output wire [7:0] rx_data,
  output wire ready,
  output wire error
);
ps2_host_clk_ctrl ps2_host_clk_ctrl (
  .sys_clk(sys_clk),
  .sys_rst(sys_rst),
  .send_req(send_req),
  .ps2_clk(ps2_clk),
  .ps2_clk_posedge(ps2_clk_posedge),
  .ps2_clk_negedge(ps2_clk_negedge)
);
ps2_host_watchdog ps2_host_watchdog(
  .sys_clk(sys_clk),
  .sys_rst(sys_rst),
  .ps2_clk_posedge(ps2_clk_posedge),
  .ps2_clk_negedge(ps2_clk_negedge),
  .watchdog_rst(watchdog_rst)
);
ps2_host_rx ps2_host_rx(
  .sys_clk(sys_clk),
  .sys_rst(sys_rst | busy | watchdog_rst),
  .ps2_clk_negedge(ps2_clk_negedge),
  .ps2_data(ps2_data),
  .rx_data(rx_data),
  .ready(ready),
  .error(error)
);
ps2_host_tx ps2_host_tx(
  .sys_clk(sys_clk),
  .sys_rst(sys_rst | watchdog_rst),
  .ps2_clk_posedge(ps2_clk_posedge),
  .ps2_data(ps2_data),
  .tx_data(tx_data),
  .send_req(send_req),
  .busy(busy)
);
endmodule
</file>
<file path="run.sh">
#!/bin/bash
# OpenROAD 26Q1-2900-gdf79404cd8, Yosys 0.63+post, stock flow scripts
make -C /OpenROAD-flow-scripts/flow DESIGN_CONFIG=/design/flow/config.mk WORK_HOME=/design/flow/orfs finish
</file>
<file path="config.mk">
export PLATFORM = sky130hd
export DESIGN_NAME = ps2_host
export DESIGN_NICKNAME = ps2_host
export VERILOG_FILES = /design/flow/design.v
export SDC_FILE = /design/flow/constraint.sdc
export NUM_CORES = 4
export LEC_CHECK = 1
export CORE_UTILIZATION = 30
</file>
<file path="constraint.sdc">
current_design ps2_host

set clk_period 9.0
set clk_io_pct 0.2

create_clock -name clk0 -period $clk_period [get_ports {sys_clk}]

set non_clock_inputs [all_inputs -no_clocks]
set_input_delay [expr $clk_period * $clk_io_pct] -clock clk0 $non_clock_inputs
set_output_delay [expr $clk_period * $clk_io_pct] -clock clk0 [all_outputs]
</file>
==> out/notes.md <==
Post-synthesis, Yosys gives the total cell area as 0.00229 mm². The tool reported: "[error] [KeplerFormal.cpp:679] Workflow failed: Iso has multiple drivers: .ps2_data0, ps2_data$_SDFFE_PP0P_.Q0". In this run, the synthesized area fraction spent on and/or/nand/nor cells is recorded as 19.4%. The xor/xnor share of the synthesized area works out to 9.92%.

The mean post-synth cell area was 10.0 µm²; the die span in x was 89.5 µm. The run gives 1.64% for the adder-cell area share of the yosys netlist. The master cell of the clock root buffer was clkbuf_8. The main area contributors are dfxtp_1, mux2i_1, xnor2_1. CTS added clock buffers totalling 5. The portion of netlist area occupied by mux cells works out to 12.2%. The final weighted congestion recorded by global placement is 0.783.

The maximum count of clock buffers along a single path was 2; the post-synthesis instance area was 0.00229 mm². Of the total synthesized cell area, the portion taken by AND-OR and OR-AND cells is 7.14%. Post-cts sizing count: 0. The largest non-sequential cell family by area is simple AND/OR/NAND/NOR gates. The synthesized design contains 52 register bits. Yosys stat counts 229 cells in the synthesized netlist. In this run, post-CTS hold repair placed 0 buffers. With the standard-cell row count at 31, the vertical extent of the die is 89.5 µm.

For the HPWL reported at the end of detailed placement, the log shows 2650 µm. The sequential-to-total area share from yosys stat was 45.4%; the count of buffers from port buffering was 21. The run stopped with a tool error. Looking at the post-CTS report, the setup buffer insertion count equals 0. The flow halted during clock tree synthesis.

The largest area contributor in the synthesized netlist was dfxtp_1. Yosys printed 10 warnings. The logs give 2 for the deepest level of the CTS H-tree and 24 for the number of top-level pins. The tools report the pre-placement core utilization as 31.3%.

In the Yosys stats the netlist draws on 38 distinct library cells. The cell count after synthesis is 229. The clock net in this run drives a total of 52 sinks. Yosys reports that the leading cell type by area covers 45.4% of the netlist area.
[logic make-up after synthesis]
kind of cell               Yosys count
DFF                                 52
buffers and inverters               19
other                                1
muxes                               28
AOI/OAI and AO/OA                   19
xor gates and xnor gates            26
adders and majority gates            3
and+or+nand+nor                     81
[synthesized netlist by cell type]
master	n
conb_1	1
o31ai_1	1
nor2_2	9
nand2b_4	1
buf_4	2
o211ai_1	1
ha_1	3
buf_2	1
nand3_1	5
a21oi_2	7
or3_1	1
or2_2	1
o21ai_2	1
nand2_1	10
dfxtp_1	52
a211oi_1	2
or3_4	1
nor2_1	28
nor4_1	5
o21bai_4	1
buf_6	2
inv_1	8
a311oi_1	1
nand2_8	1
nor2b_1	3
or4_4	2
clkbuf_1	5
nor3_1	9
a211o_1	1
buf_1	1
xor2_1	1
nor3_2	2
mux2i_1	28
xnor2_1	25
or4b_4	1
o211ai_2	1
a21oi_1	3
and3_1	2
[metrics by stage]
stage	cell area (µm²)	hold WS, ns	setup slack, ns	utilization (%)	cells
detailed placement	2560	0.438	3.90	35.0	338
global placement	2560	0.434	4.02	35.0	338
floorplan	2290	0.426	4.71	-	229
